--- config.mk ---
export PLATFORM = sky130hd
export DESIGN_NAME = key_scan
export DESIGN_NICKNAME = key_scan
export VERILOG_FILES = /design/flow/design.v
export SDC_FILE = /design/flow/constraint.sdc
export NUM_CORES = 4
export LEC_CHECK = 1
export CORE_UTILIZATION = 30
--- constraint.sdc ---
current_design key_scan

set clk_period 3.0
set clk_io_pct 0.2

create_clock -name clk0 -period $clk_period [get_ports {clk}]

set non_clock_inputs [all_inputs -no_clocks]
set_input_delay [expr $clk_period * $clk_io_pct] -clock clk0 $non_clock_inputs
set_output_delay [expr $clk_period * $clk_io_pct] -clock clk0 [all_outputs]
--- design.v ---
`timescale 1ns / 1ps
module key_scan(
input   rst,                 
input   clk,                 
input   pls100k,             
input   pls1k,               
input   [4:0] key_in,        
output  reg[3:0] key_out,    
output  reg nkpls,           
output  reg[4:0] nkv         
);
reg     pl0,pl1;             
reg     pk0,pk1;             
reg     [4:0] pkcnt;         
wire    [1:0]cnt;
wire    [2:0]kscnt;          
reg     [4:0] kv0,kv1,kvp; 
reg     [4:0] kcnt;
reg     nokey,multkey;
always@(negedge rst, posedge clk)
    if(rst==0)
        begin
            pl0 <= 0; pl1 <= 0; pk0 <= 0; pk1 <= 0;
            pkcnt <= 31;
        end
    else
        begin 
            pk0 <= pls100k;     pk1 <= pk0;
            if(pk0 & ~pk1)                           
                begin
                    pl0 <= pls1k;
                    pl1 <= pl0;
                    if((pl0 & ~pl1) == 1)            
                        pkcnt <= 0 ;
                    else if(pkcnt < 31)
                        pkcnt <= pkcnt+1;
                end 
        end 
assign cnt = pkcnt[1:0];                             
assign kscnt = pkcnt[4:2];                           
always@(negedge rst, posedge clk)
    if(rst == 0)
        key_out <= 4'hf;
    else if(pk0 & ~pk1)                              
        if      (kscnt == 1)    key_out <= (4'b1110);
        else if (kscnt == 2)    key_out <= (4'b1101);
        else if (kscnt == 3)    key_out <= (4'b1011);         
        else if (kscnt == 4)    key_out <= (4'b0111);
        else                    key_out <= (4'b1111);
always@(negedge rst , posedge clk)
    if(rst == 0)
        begin 
            nokey <=1;      multkey <=0;
            kv0 <= 5'h0;    kv1 <= 5'h0;    kvp <= 5'h0;
        end 
    else if((pk0 & ~pk1) & (cnt ==1))                        
        if(kscnt == 0)
            begin
                nokey <= 1;  multkey <= 0;
                kv0 <= 5'h0;    kvp <= 5'h0;
            end 
        else if(kscnt == 5)
            kv1 <= kv0;
        else if(kscnt < 5)                                   
            begin
                if(multkey == 1)
                    begin
                        nokey <= 0; kv0 <= 31;
                    end
                else if(nokey == 1)
                    if(key_in ==31)
                        kvp <= kvp + 5;                      
                    else
                        begin
                            nokey <= 0;
                            if      (key_in == 5'b11110)    kv0 <= kvp +1;
                            else if (key_in == 5'b11101)    kv0 <= kvp +2;
                            else if (key_in == 5'b11011)    kv0 <= kvp +3;
                            else if (key_in == 5'b10111)    kv0 <= kvp +4;
                            else if (key_in == 5'b01111)    kv0 <= kvp +5;
                            else
                                begin
                                    multkey <= 1;            
                                    kv0 <= 31;
                                end 
                        end
                else                                         
                    if(key_in != 31)
                        begin
                            multkey <= 1;                    
                            kv0 <= 31;
                        end 
            end 
always@(negedge rst, posedge clk)
    if(rst == 0)
        kcnt = 5'h0;
    else if(pk0 & ~pk1)                                      
        if((kscnt == 5) & (cnt == 1))
            if(kv0 != kv1)
                kcnt <= 5'h0;
            else if(kcnt <20)
                kcnt <= kcnt + 1;
always@(negedge rst , posedge clk)
    if(rst == 0)
        begin 
            nkpls <= 0;     nkv <= 4'h0;
        end            
    else if(pk0 & ~pk1)                                      
        if((kscnt == 5) && (cnt == 2))
            begin
                nkpls <= 0;
                if(kcnt == 18)
                    if(kv1 <= 20)    nkv <= kv1;
                    else            nkv <= 31;
                else if(kcnt == 19)
                    nkpls <= 1;
            end
endmodule
--- run.sh ---
#!/bin/bash
# OpenROAD 26Q1-2900-gdf79404cd8, Yosys 0.63+post, stock flow scripts
make -C /OpenROAD-flow-scripts/flow DESIGN_CONFIG=/design/flow/config.mk WORK_HOME=/design/flow/orfs finish
==> flow report <==
STATUS
--------------------------------------------------------------------------------
Status ............................................................ finished, final reports clean

TIMING
--------------------------------------------------------------------------------
Fmax ..............................................................      429 MHz
Setup-violating endpoint count in the final report ................            0
Actual slew at the worst max-slew pin .............................       510 ps
Final hold violations .............................................            0
Unrepaired setup endpoints after global routing ...................           no
Final critical-path setup slack ...................................       669 ps
Min Clock Period, post-route ......................................      2330 ps
Clock tree skew after final layout ................................      10.3 ps
Slew headroom .....................................................        65.7%
Final total negative setup slack ..................................         0 ps
WHS ...............................................................       248 ps
Number of max-slew violations in the final report .................            0
Cycle use final ...................................................        77.7%

CRITICAL PATH
--------------------------------------------------------------------------------
Critical path capture point type ..................................     register
Critical path buffer and inverter count ...........................            1
Peak per-stage delay on the critical path .........................       790 ps
Worst Path Required ...............................................      3190 ps
CP max-delay cell ................................................. sky130_fd_sc_hd__clkdlybuf4s50_1
Kind of cell with the highest combined delay on the critical path . buffers and inverters
Ordered list of cells on the worst path ........................... clkdlybuf4s50_1 > nand3_2 > or2_2 > nor2_1 > o211ai_1 > a22o_1
Critical setup path kind ..........................................       in2reg
Crit path launch type ............................................. primary input
Crit Path Max Fanout ..............................................           12
Critical path arrival .............................................      2520 ps

FLOORPLANNING
--------------------------------------------------------------------------------
Initial core utilization ..........................................        31.0%
Width of the die ..................................................      96.7 um
Total number of placement rows ....................................           34
Placeable core region .............................................    8680 um^2
Height of the die .................................................      96.7 um
Die footprint .....................................................    9350 um^2
Num ports .........................................................           19

SYNTHESIS
--------------------------------------------------------------------------------
Share of synthesized cell area in and, or, nand and nor gates .....        24.9%
Mux cell area share ...............................................        2.05%
Number of standard cells reported by yosys ........................          299
Leading area contributor after synthesis .......................... sky130_fd_sc_hd__dfrtp_1
Synthesis area per yosys ..........................................    2690 um^2
Number of distinct library cells after synthesis ..................           69
Xor-xnor portion of the synthesized cell area .....................        3.58%
Count leader, synth ............................................... sky130_fd_sc_hd__nand2_1
Part of the Yosys area used for sequential elements ...............        38.6%
Number of synthesized register bits ...............................           41
Synthesized instance count ........................................          299
Netlist Area Pre-Place ............................................    2690 um^2
Post-synth top cells .............................................. sky130_fd_sc_hd__nand2_1 (48), sky130_fd_sc_hd__dfrtp_1 (31), sky130_fd_sc_hd__a21oi_1 (21), sky130_fd_sc_hd__o21ai_0 (18), sky130_fd_sc_hd__nor2_1 (16)
Top cell type's share of synthesized area .........................        28.9%
YS warnings .......................................................            1
Synthesized-area fraction occupied by adder cells .................        5.58%
Count of library flops with an enable pin .........................            0
Async set-reset flop share out of synthesis .......................         100%
Most used flip-flop cell .......................................... sky130_fd_sc_hd__dfrtp_1
Post-synth area hogs .............................................. sky130_fd_sc_hd__dfrtp_1 (29%), sky130_fd_sc_hd__dfstp_2 (9.8%), sky130_fd_sc_hd__nand2_1 (6.7%), sky130_fd_sc_hd__ha_1 (5.6%), sky130_fd_sc_hd__a21oi_1 (3.9%)
Combinational family with the most area after synthesis ........... simple AND/OR/NAND/NOR gates
Area fraction in compound gates ...................................        19.9%
Synthesized area divided by synthesized cell count ................    8.99 um^2

PWR
--------------------------------------------------------------------------------
Highest ir drop seen on vdd .......................................   0.000187 V
Ratio of total power to cell area .................................  595 nW/um^2
Leakage power summed over all cells ...............................      1.23 nW

ROUTING
--------------------------------------------------------------------------------
Wire length per cell after detailed routing .......................      13.6 um
Starting DRC count in detailed routing ............................          210
Detailed-route wire length on metal 1 .............................      2870 um
Highest Signal Layer ..............................................         met4
Routed length on met2 .............................................      2590 um
Per-cell via count in the routed design ...........................         5.16
Number of iterations in the first detailed-routing pass ...........            4
Post-route ant nets ...............................................            0
Remaining DRCs ....................................................            0
Number of antenna repair diodes ...................................            0
Wire length on met3 ...............................................       163 um
Final wirelength ..................................................      5720 um
Via count .........................................................         2172

CTS
--------------------------------------------------------------------------------
Clock latency on the worst-skew pair ..............................       290 ps
Number of buffers added by the clock tree synthesis step ..........            5
CTS tree ..........................................................        built
Hold buffers post-CTS .............................................            0
Maximum buffer depth of the clock tree ............................            2
Post-cts resize count .............................................            0
Clock tree root buffer cell ....................................... sky130_fd_sc_hd__clkbuf_8
Total setup buffers inserted after CTS ............................            0
Num Clock Sinks ...................................................           41
Reg clk slew, reported paths ......................................        80 ps
CTS HTree Levels ..................................................            2

PLACEMENT
--------------------------------------------------------------------------------
Setup WS pre-CTS ..................................................       375 ps
Area of placed instances ..........................................    2930 um^2
HPWL after detailed placement .....................................      4230 um
Number of I/O port buffers ........................................           18
Final weighted congestion in routability-driven placement .........        0.930

GLOBAL ROUTE
--------------------------------------------------------------------------------
Number of global-route vias before repair .........................         2029
Wire length of the first global-routing pass ......................     10100 um
Largest net degree at the start of global routing .................           23
Total Routing Usage GR ............................................        12.9%
Antenna violations before repair ..................................            0
Gr ovfl total .....................................................            0

WORST HOLD PATH
--------------------------------------------------------------------------------
Class of the tightest hold or removal check .......................     in2async

FINISH
--------------------------------------------------------------------------------
Comb area .........................................................    1510 um^2
Layout Cell Area excl Fill ........................................    3040 um^2
Sequential cell area in the final layout ..........................    1040 um^2
Synth-to-Final Area Change ........................................        13.1%
Fraction of final layout cells sized beyond drive strength 1 ......        12.5%
Final-layout fill cell count ......................................          896

RUN
--------------------------------------------------------------------------------
OpenROAD warning count ............................................           32
# Max-Cap Violations ..............................................            0

logic make-up (layout without fill, tap and decap cells):
logic type,Yosys count,count (layout)
and+or+nand+nor,121,121
AOI/OAI and AO/OA,80,80
DFF,41,41
buffers and inverters,29,43
adders and majority gates,12,12
xor gates and xnor gates,11,11
muxes,5,5
state kept, by name, summed over array words and instances, names as in the netlist:
register,count
key_out,4
pk1,1
kcnt,5
multkey,1
pk0,1
pl0,1
nokey,1
kv1,5
pl1,1
pkcnt,5
kvp,5
nkpls,1
kv0,5
nkv,5
stage by stage:
step                      util, %  std cells  power (mW)
after floorplan                 -        299        1.22
after global placement       33.8        413        1.38
after detailed placement     33.8        413        1.38
after CTS                    35.0        421        1.83
after global routing         35.0        421        1.95
final                        35.0        421        1.81
cells in the final DEF, fill, tap and decap left out, drive strengths merged, types with 2 or more instances in the layout:
cell and instances:
a31oi 4, buf 4, a21oi 21, nor2b 7, dfstp 10, nand2 48, and2 4, dfrtp 31
nand2b 3, xnor2 9, or2 2, o211ai 2, nand4 3, nor3 7, xor2 2, inv 14
mux2 4, o21ai 20, o22ai 3, nand3b 2, a41oi 2, clkbuf 5, nor2 17, o22a 2
nor3b 8, a22o 3, nand3 9, o31ai 4, ha 12, clkdlybuf4s50 17, nor4bb 2, o221ai 3
worst paths after layout:
| kind | cells past startpoint | from | slack (ps) | end |
|---|---|---|---|---|
| worst max-delay path | 6 | key_in[1] | 670 | kv0[0] |
| worst min-delay path | 1 | rst | 250 | kv0[2] |
| worst max register to register | 6 | kvp[0] | 1060 | kv0[1] |
| worst min register to register | 0 | pk0 | 400 | pk1 |
| max in group asynchronous | 2 | rst | 2040 | nokey |
| min in group clk0 | 0 | pk0 | 400 | pk1 |
power breakdown:
part           leakage [nW]  switching, mW  total [mW]  internal (mW)
logic                 0.653          0.301       0.554          0.252
clock network        0.0518          0.188       0.433          0.245
registers             0.522          0.138       0.823          0.685
total                  1.23          0.627        1.81           1.18
layout make-up:
type | count | share of cell area [%]
clock buffers | 5 | 2.26
clock inverters | 3 | 1.36
inverters | 14 | 1.73
multi-input cells | 229 | 49.5
flip-flops and latches | 41 | 34.2
well taps | 108 | 4.44
repair buffers | 21 | 6.50
metal layers:
metal / track usage (%) / vias up
met5: 0 / -
met4: 2.18 / 0
met3: 1.99 / 8
met2: 19.3 / 45
met1: 20.5 / 1026
li1: - / 1093
Power and IR drop assume default switching activity.
