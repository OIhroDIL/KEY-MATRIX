[flow/config.mk]
export PLATFORM = sky130hd
export DESIGN_NAME = key_pad
export DESIGN_NICKNAME = key_pad
export VERILOG_FILES = /design/flow/design.v
export SDC_FILE = /design/flow/constraint.sdc
export NUM_CORES = 4
export LEC_CHECK = 1
export CORE_AREA = 10 10 70 70
export DIE_AREA = 0 0 80 80
[flow/run.sh]
#!/bin/bash
# OpenROAD 26Q1-2900-gdf79404cd8, Yosys 0.63+post, stock flow scripts
make -C /OpenROAD-flow-scripts/flow DESIGN_CONFIG=/design/flow/config.mk WORK_HOME=/design/flow/orfs finish
[flow/constraint.sdc]
current_design key_pad

set clk_period 1.0
set clk_io_pct 0.2

create_clock -name clk0 -period $clk_period [get_ports {clk}]

set non_clock_inputs [all_inputs -no_clocks]
set_input_delay [expr $clk_period * $clk_io_pct] -clock clk0 $non_clock_inputs
set_output_delay [expr $clk_period * $clk_io_pct] -clock clk0 [all_outputs]
[flow/design.v]
`timescale 1ns / 1ps
module key_pad(
input   rst,
input   clk,                                                     
input   [4:0] key_v,                                             
input   [3:0] key_column_in,                                     
output  reg [4:0] key_row_out                                    
);
always@(negedge rst, posedge clk)
    if(rst == 0)
        key_row_out <= 5'b11111;
    else if(key_v >= 26)
        key_row_out <= 5'b11111;
    else
        if      (key_column_in == 4'b1110)                       
            if      (key_v == 01)   key_row_out <= 5'b11110;
            else if (key_v == 02)   key_row_out <= 5'b11101;
            else if (key_v == 03)   key_row_out <= 5'b11011;
            else if (key_v == 04)   key_row_out <= 5'b10111;
            else if (key_v == 05)   key_row_out <= 5'b01111;
            else if (key_v == 21)   key_row_out <= 5'b01110;
            else if (key_v == 25)   key_row_out <= 5'b11110;
            else                    key_row_out <= 5'b11111;
        else if (key_column_in == 4'b1101)                       
            if      (key_v == 06)   key_row_out <= 5'b11110;
            else if (key_v == 07)   key_row_out <= 5'b11101;
            else if (key_v == 08)   key_row_out <= 5'b11011;
            else if (key_v == 09)   key_row_out <= 5'b10111;
            else if (key_v == 10)   key_row_out <= 5'b01111;
            else if (key_v == 22)   key_row_out <= 5'b01110;
            else if (key_v == 25)   key_row_out <= 5'b11110;
            else                    key_row_out <= 5'b11111;
        else if (key_column_in == 4'b1011)                       
            if      (key_v == 11)   key_row_out <= 5'b11110;
            else if (key_v == 12)   key_row_out <= 5'b11101;
            else if (key_v == 13)   key_row_out <= 5'b11011;
            else if (key_v == 14)   key_row_out <= 5'b10111;
            else if (key_v == 15)   key_row_out <= 5'b01111;
            else if (key_v == 23)   key_row_out <= 5'b01110;
            else                    key_row_out <= 5'b11111;            
        else if (key_column_in == 4'b0111)                       
            if      (key_v == 16)   key_row_out <= 5'b11110;
            else if (key_v == 17)   key_row_out <= 5'b11101;
            else if (key_v == 18)   key_row_out <= 5'b11011;
            else if (key_v == 19)   key_row_out <= 5'b10111;
            else if (key_v == 20)   key_row_out <= 5'b01111;
            else if (key_v == 24)   key_row_out <= 5'b11110;
            else                    key_row_out <= 5'b11111;
        else                        key_row_out <= 5'b11111;
endmodule  
==> results.toml <==
# implementation run metrics
[die]
core-area_um2 = 3420
io_pins = 16
fp.dieW_um = 80
dieArea_um2 = 6400
rows = 21
die_h_um = 80
initial_core_util_pct = 16.6

[clock_tree]
clockBufferDepth = 2
cts-root-buf = "clkbuf_4"
cts_made_buffers = 3
cts_sinks = 5
cts_tree = "yes"
htreeDepth = 1
clkTransAtPathRegs_ns = 0.04
cts_hold_buf = 0

[finish]
largest_reg_flops = 5
reg_top3 = "key_row_out x5"
regArea_um2 = 131
stdcell_count = 158
top_register = "key_row_out"
layout.area.comb_um2 = 470
syn_to_final_growth_pct = 77.0
final_core_util_pct = 29.4
drive_above_1_share_pct = 54.5
fillCellCount = 361

[place]
place_congestion = 0.839
port_buffers = 15
dp.cells = 146
dp_hpwl_um = 1370

[yosys]
edf_count = 0
synth_flops = 5
synthArstFlopShare_pct = 100
yosysUniqueCellTypes = 34
avgSynthCellArea_um2 = 7.46
ys.warnings.count = 1
ys_cells = 76
ys.flop_type = "dfstp_2"
ys_area_um2 = 567
ys_seq_share_pct = 23.2
synthCells = 76
top_cells_by_area = "dfstp_2 23%, nand2_1 6.0%, o22ai_1 5.5%, o21ai_0 5.3%, o2111ai_1 4.6%"
syn_area_um2 = 567
synth_top_cell_by_area = "dfstp_2"
top_area_share_pct = 23.2

[setup_path]
cp.arrival_ns = 1.25
cp-end-kind = "flip-flop"
worstSetupStartpoint = "key_column_in[3]"
cp_data_required_time_ns = 1.15
critPathKind = "input pin to flip-flop"
critPathLaunchType = "input pin"
path_max_fanout = 2

[hold_path]
timing.hold.worst.class = "input pin to asynchronous set/reset pin"

[power]
peakVddDrop_mv = 0.195
powerDensity_nw_per_um2 = 716
leakage_nw = 0.407
p_total_mw = 0.719

[sta]
period_needed_ns = 1.09
slew_headroom_pct = 84.1
final.setup.tns_ns = -0.217
layout_setup_ws_ns = -0.0946
min_period_over_period_pct = 109
worst_pin_slew_ns = 0.234
rsz0062_at_grt = "yes"
slew_viol_final = 0
fmax_ghz = 0.914
setup_viol = 7
hold_viol = 0

[routing]
drt_pre_antenna_iters = 4
drt_iter0_drc = 33
vias = 706
postRouteAntennaNets = 0
antennaDiodeCount = 0
vias_per_cell = 4.47
routed_wl_um = 1860
wl_per_cell_um = 11.8
drc = 0

[global_route]
grt_pass1_wl_um = 2900
grt_max_degree = 15
antenna_found_initial = 0
grt_util_all_layers_pct = 5.32
grt_pass1_vias = 661
grt_overflow = 0

[outcome]
failed_checks = "setup timing"
status = "finished, violations left"

[run]
max-cap-violations = 0
tool_warnings = 28
-- synth_stat cells, drive strengths merged, types with 2 or more instances --
cell type,number
a31oi,3
and3b,2
a21boi,2
inv,2
xor2,2
o21ai,8
nor2b,3
or4,2
dfstp,5
buf,4
o2111ai,3
and4b,2
o22ai,5
nor2,4
nand3,3
clkbuf,2
nand2,9
-- what timing repair did --
item,in CTS,in global routing
pin swaps,16,12
setup buffers,7,1
gates resized,64,20
endpoints found under the hold margin,0,0
endpoints found under the setup margin,10,10
-- per-stage QoR --
step           area (um^2)  hold WS (ns)  setup slack [ns]
2_1_floorplan          577        0.0522            -0.191
3_3_place_gp           862         0.656            -0.679
3_5_place_dp           862         0.644            -0.698
4_1_cts                933         0.392           -0.0966
5_1_grt               1000         0.390            -0.124
6_report              1000         0.391           -0.0946
-- placed cells by master (no fill, tap or decap), types with 4 or more instances in the layout --
master   synthesis  routed
nor2_1           4       4
nand2_1          9       8
o21ai_0          6       4
buf_2            3       9
buf_6            1      12
buf_4            0      16
dfstp_2          5       5
-- layout make-up --
type / instances / share of cell area, %
flip-flops and latches: 5 / 13.1
clock buffers: 4 / 2.62
multi-input cells: 63 / 46.9
repair buffers: 38 / 30.9
inverters: 2 / 0.748
well taps: 46 / 5.74
-- cell families after synthesis --
logic type             after synthesis  share of synthesized area [%]
AND-OR/OR-AND                       27                           31.1
flip-flops                           5                           23.2
XOR/XNOR                             2                           3.09
buffers and inverters                8                           7.28
AND/OR/NAND/NOR                     34                           35.3
-- worst max-delay path: stages --
cell	delay [ns]
buf_6	0.09
nand3b_1	0.17
buf_4	0.15
or4_4	0.42
a21boi_2	0.15
o21ai_2	0.07
-- worst paths after layout --
path                             endpoint  slack, ns  depth (start not counted)
worst max-delay path       key_row_out[4]      -0.09                          6
worst min-delay path       key_row_out[3]       0.39                          1
max in group asynchronous  key_row_out[4]       0.59                          1
min in group clk0          key_row_out[4]       0.41                          4
-- report_power, final --
group,internal (mW),total (mW),switching (mW)
Sequential,0.217,0.218,0.00137
Clock,0.150,0.222,0.0722
Combinational,0.147,0.278,0.131
Total,0.514,0.719,0.205
-- per-layer routing --
layer | track usage [%] | share of wire, %
met2 | 7.70 | 42
met5 | 0 | 0
met3 | 2.50 | 9.1
met4 | 0.880 | 0
met1 | 7.11 | 48
